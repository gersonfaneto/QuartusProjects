## design/flow/config.mk

```make
export PLATFORM = sky130hd
export DESIGN_NAME = GestaoEstacionamento
export DESIGN_NICKNAME = GestaoEstacionamento
export VERILOG_FILES = /design/flow/design.v
export SDC_FILE = /design/flow/constraint.sdc
export NUM_CORES = 4
export LEC_CHECK = 1
export CORE_AREA = 10 10 83 83
export DIE_AREA = 0 0 93 93
```

## design/flow/constraint.sdc

```tcl
current_design GestaoEstacionamento

set clk_period 8.0
set clk_io_pct 0.2

create_clock -name clk0 -period $clk_period [get_ports {Clk}]
create_clock -name clk1 -period $clk_period [get_ports {InSensor}]
create_clock -name clk2 -period $clk_period [get_ports {OutSensor}]

set non_clock_inputs [all_inputs -no_clocks]
set_input_delay [expr $clk_period * $clk_io_pct] -clock clk0 $non_clock_inputs
set_output_delay [expr $clk_period * $clk_io_pct] -clock clk0 [all_outputs]
```

## design/flow/design.v

```verilog
module AnodeControl (
	input wire [1:0] Counter,
	output reg [3:0] Anodes = 0
);
	always @(Counter) begin
		case(Counter)
			2'b00:
				Anodes = 4'b1110;
			2'b01:
				Anodes = 4'b1101;
			2'b10:
				Anodes = 4'b1011;
			2'b11:
				Anodes = 4'b0111;
		endcase
	end 
endmodule	
module CathodesControl (
	input [3:0] Digit,
	output reg [7:0] Cathodes
);
	always @(Digit) begin
		case(Digit)
			4'b0000:
				Cathodes = 8'b00000010;  
			4'b0001: 
				Cathodes = 8'b10011110;  
			4'b0010:
				Cathodes = 8'b01110000;  
			4'b0011: 
				Cathodes = 8'b01100000;  
			4'b0100:
				Cathodes = 8'b01001000;  
			4'b0101:
				Cathodes = 8'b00000011;  
			4'b0110:
				Cathodes = 8'b10010000;  
			default:
				Cathodes = 8'b11111111;  
		endcase
	end
endmodule	
module ClockDivider #(parameter CounterMax = 0, CounterSize = 0)
(
	input wire Clk,
	output reg DivClk = 0
);
	reg [(CounterSize - 1):0] Counter;
	always @(posedge Clk) begin
		if (Counter == CounterMax) begin
			Counter <= 0;
			DivClk <= ~DivClk;
		end
		else begin
			Counter <= Counter + 1'b1;
		end
	end
endmodule	
module DigitControl (
	input wire [3:0] FiD,
	input wire [3:0] SeD,
	input wire [3:0] ThD,
	input wire [3:0] FoD,
	input wire [1:0] Counter,
	output reg [3:0] ActiveDigit = 0
);
	always @(Counter) begin
		case(Counter)
			2'b00:
				ActiveDigit = FiD;
			2'b01:
				ActiveDigit = SeD;
			2'b10:
				ActiveDigit = ThD;
			2'b11:
				ActiveDigit = FoD;
		endcase
	end
endmodule	
module UpdateCounter #(parameter CounterSize = 2)
(
	input wire Clk,
	output reg [(CounterSize - 1):0] Counter = 0
);
	always @(posedge Clk) begin
		Counter <= Counter + 1'b1;
	end
endmodule	
module Display7Seg (
	input wire Clk,
	input wire DisplayMode,
	input wire [3:0] Empty,
	input wire [3:0] Full,
	input wire [3:0] SelectedSpot,
	output wire [3:0] Anodes,
	output wire [7:0] Cathodes
);
	wire DivClk;
	wire [1:0] Counter;
	wire [3:0] Digit;
	reg [3:0] FiD, SeD, ThD, FoD;
	always @(DisplayMode) begin
		if (DisplayMode == 1'b1) begin
			FiD = SelectedSpot;
			SeD = 4'b1111;
			ThD = 4'b1111;
			FoD = 4'b1011;
		end
		else begin
			FiD = Empty;
			SeD = 4'b1010;
			ThD = Full;
			FoD = 4'b1001;
		end
	end
	ClockDivider #(.CounterMax(104165)) CD0 
	(
		.Clk(Clk), 
		.DivClk(DivClk)
	);
	UpdateCounter #(.CounterSize(2)) UC0
	(
		.Clk(DivClk),
		.Counter(Counter)
	);
	AnodeControl AC0 (
		.Counter(Counter),
		.Anodes(Anodes)
	);
	DigitControl DC0 (
		.Counter(Counter),
		.FiD(FiD),
		.SeD(SeD),
		.ThD(ThD),
		.FoD(FoD),
		.ActiveDigit(Digit)
	);	
	CathodesControl CC0 (
		.Digit(Digit),
		.Cathodes(Cathodes)
	);
endmodule	
module GestaoEstacionamento (
	input wire Clk,
	input wire InSensor,
	input wire OutSensor,
	input wire [7:0] DIP,
	output reg [2:0] TrafficSign,
	output wire [7:0] Cathodes, 
	output wire [3:0] Anodes,
	output wire [6:0] RowSignal,
	output wire [1:0] ColumnSignal
);
	reg SuccessIn, SuccessOut, DisplayMode;
	reg [3:0] QntFull, QntTotal;
	reg [7:0] CarSpots;
	wire [3:0] SelectedSpot;
	initial begin
		CarSpots = 8'b11111111;
		TrafficSign = 3'b001;
		DisplayMode = 1'b0;
		QntFull = 4'b0000;
		QntTotal = 4'b1000;
	end
	SpotControl SC0 (
		.Selectors(DIP),
		.CurrSpot(SelectedSpot)
	);
	always @(SelectedSpot) begin
		if (SelectedSpot != 4'b0000) begin
			DisplayMode = 1'b1;
		end
		else begin
			DisplayMode = 1'b0;
		end
	end
	always @(negedge InSensor) begin
		if (CarSpots[SelectedSpot - 1] == 1'b1) begin
			SuccessIn = 1'b1;
		end
		else begin
			SuccessIn = 1'b0;
		end
	end
	always @(negedge OutSensor) begin
		if (CarSpots[SelectedSpot - 1] == 1'b0) begin
			SuccessOut = 1'b1;
		end
		else begin
			SuccessOut = 1'b0;
		end
	end
	always @(SuccessIn or SuccessOut) begin
		if (SuccessIn != 1'b1 || SuccessOut != 1'b1) begin
			TrafficSign = 3'b100;
			if (SuccessIn == 1'b1) begin
				QntFull = QntFull + 1;
			end
			else begin
				QntFull = QntFull - 1;
			end
		end
		else begin
			TrafficSign = 3'b010;
		end
	end
	Display7Seg DS0 (
		.Clk(Clk),
		.Empty((QntTotal - QntFull)),
		.Full(QntFull),
		.SelectedSpot(SelectedSpot),
		.DisplayMode(DisplayMode),
		.Anodes(Anodes),
		.Cathodes(Cathodes)
	);
	MatrixControl MC0 (
		.Clk(Clk),
		.SpotsControl(SpotControl),
		.RowSignal(RowSignal),
		.ColumnSignal(ColumnSignal)
	);
endmodule	
module MatrixControl (
	input wire Clk,
	input wire [7:0] SpotsControl,
	output reg [6:0] RowSignal,
	output reg [1:0] ColumnSignal
);
	wire DivClk;
	reg Control;
	initial begin
		RowSignal = 7'b1001001;
		ColumnSignal = 2'b11;
		Control = 1'b0;
	end
	ClockDivider #(.CounterMax(166665)) CD0 
	(
		.Clk(Clk),
		.DivClk(DivClk)
	);
	always @(posedge DivClk) begin
		ColumnSignal[0] <= |(SpotsControl[3:0]);
		ColumnSignal[1] <= |(SpotsControl[7:4]);
		case (Control)
			1'b0: begin
				RowSignal[1] <= ~SpotsControl[0];
				RowSignal[2] <= ~SpotsControl[1];
				RowSignal[4] <= ~SpotsControl[2];
				RowSignal[5] <= ~SpotsControl[3];
			end
			1'b1: begin
				RowSignal[1] <= ~SpotsControl[4];
				RowSignal[2] <= ~SpotsControl[5];
				RowSignal[4] <= ~SpotsControl[6];
				RowSignal[5] <= ~SpotsControl[7];
			end
		endcase
		Control <= Control + 1;
	end
endmodule	
module SpotControl (
	input wire [7:0] Selectors,
	output reg [3:0] CurrSpot
);
	integer i;
	always @(Selectors) begin
		CurrSpot = 4'b0000;
		for (i = 0; i < 8; i = i + 1) begin
			if (Selectors[i] == 1'b1) begin
				CurrSpot = CurrSpot + 1'b1;
			end
		end
	end
endmodule	
```

## design/flow/run.sh

```bash
#!/bin/bash
# OpenROAD 26Q1-2900-gdf79404cd8, Yosys 0.63+post, stock flow scripts
make -C /OpenROAD-flow-scripts/flow DESIGN_CONFIG=/design/flow/config.mk WORK_HOME=/design/flow/orfs finish
```

==> results.sh <==
# yosys + openroad results
export IMPL_required_ns=3.91
export IMPL_p_clk_share_pct=0.7
export IMPL_p_int_mw=0.300
export IMPL_synth_cells=154
export IMPL_grt_overflow=0
export IMPL_ctsHoldBuffers=0
export IMPL_max_stage_delay_ns=0.29
export IMPL_ys_flop_type="dlxtn_1"
export IMPL_comb_power_share_pct=92.9
export IMPL_rows=26
export IMPL_path_clk_slew_ns=0.03
export IMPL_end_kind="flip-flop"
export IMPL_num_antenna_cells=0
export IMPL_critPathKind="in2reg"
export IMPL_grt_pass1_wl_mm=4.82
export IMPL_first_pass_iters=4
export IMPL_power_share_switching_pct=38.4
export IMPL_core_sq_um=5140
export IMPL_rsz0062_at_grt="yes"
export IMPL_syn_avg_cell_area_sq_um=7.95
export IMPL_hold_path_class="in2out"
export IMPL_yosys_stat_area_sq_um=1220
export IMPL_warnings=37
export IMPL_drt_met1_wl_mm=1.44
export IMPL_gr_usage_all_layers_pct=6.23
export IMPL_crit_cells=22
export IMPL_yosys_warnings=21
export IMPL_cp_cell_sequence="buf_12 > inv_12 > ha_4 > xnor2_4 > inv_2 > ha_4 > nand2_2 > o21ai_2 > ha_1 > nand2_2 > o311ai_4 > ha_4 > inv_2 > a21oi_2 > ha_1 > a21oi_2 > nand3_2 > ha_4 > nand3b_1 > o21ai_4 > xor2_1 > inv_1"
export IMPL_die_area_sq_um=8650
export IMPL_drcViolationCount=0
export IMPL_ir_drop_uv=137
export IMPL_gp_congestion=0.792
export IMPL_crit_fanout=3
export IMPL_met3WireLength_um=197
export IMPL_hpwl_mm=2.41
export IMPL_ys_types=58
export IMPL_ys_cells=154
export IMPL_p_leak_nw=0.846
export IMPL_layout_setup_ws_ns=-0.920
export IMPL_pre_cts_ws_ns=-1.73
export IMPL_seqPwrFrac_pct=6.4
export IMPL_drt_iter0_drc=54
export IMPL_die_y_um=93
export IMPL_wl_met2_mm=1.11
export IMPL_hold_path_depth=5
export IMPL_switching_power_mw=0.186
export IMPL_fillers=537
export IMPL_holdWs_ns=4.67
export IMPL_initCoreUtil_pct=23.8
export IMPL_pwr_density_cell_nw_per_um2=260
export IMPL_top_layer="met3"
export IMPL_drive_above_1_share_pct=37.4
export IMPL_post_drt_via_cell_ratio=4.28
export IMPL_worst_path_max_delay_cell="ha_4"
export IMPL_ant_nets=0
export IMPL_crit_arrival_ns=4.83
export IMPL_hold_viol_final=0
export IMPL_ioPinCount=35
export IMPL_area_growth_pct=52.4
export IMPL_timing_setup_tns_ns=-1.76
export IMPL_crit_family="adder cells"
export IMPL_unclocked_regs=4
export IMPL_utilization_pct=36.3
export IMPL_setup_viol=2
export IMPL_grt_max_degree=9
export IMPL_avgRoutedWirePerCell_um=9.98
export IMPL_status="complete, but fails checks"
export IMPL_die_width_um=93
export IMPL_cap_viol_max_count=0
export IMPL_ys_ff=6
export IMPL_antenna_found_initial=0
export IMPL_path_buffers=5
export IMPL_ys_async_sr_fraction_pct=0
export IMPL_wirelength_mm=2.75
export IMPL_untimed_endpoints=4
export IMPL_edf_count=0
export IMPL_critPathMostFrequentCell="ha_4"
export IMPL_syn_area_sq_um=1220
export IMPL_grt_pass1_vias=1135
export IMPL_startpoint_type="primary input"
export IMPL_vias=1180
export IMPL_violations="negative setup slack"
export IMPL_port_buffers=18
export IMPL_maxSlewViolCount=0
cells by family (layout without fill, tap and decap cells):
logic type	Yosys count	count (layout)	synth area share, %
AND-OR/OR-AND	36	36	23.1
AND/OR/NAND/NOR	42	42	19.0
XOR/XNOR	19	19	17.9
adder cells (fa/ha/maj)	11	11	11.8
latches	4	4	4.90
buffers and inverters	34	74	16.0
other	2	14	0.613
multiplexers	4	4	3.37
flip-flops	2	2	3.27
final cells by class:
cell class,count,area (sq um),area share (%)
Tap cell,70,87.6,4.69
Inverter,13,63.8,3.42
Clock inverter,2,7.51,0.402
Multi-Input combinational cell,126,1090,58.2
Timing Repair Buffer,59,520,27.9
Sequential cell,6,100,5.36
cells in the final DEF (no fill, tap or decap), types with 3 or more instances in the layout:
cell type        instances
buf_4                   39
clkdlybuf4s50_1         15
conb_1                  14
nand2_1                 10
inv_1                   10
xnor2_1                  7
xor2_1                   7
nor2_1                   6
nand3_1                  5
o21ai_0                  5
ha_1                     5
dlxtn_1                  4
a21oi_1                  4
ha_4                     4
inv_2                    3
a21oi_2                  3
mux2i_1                  3
worst paths after layout:
| check | from | endpoint | slack [ns] |
|---|---|---|---|
| worst max-delay path | DIP[0] | SuccessIn | -0.92 |
| worst min-delay path | DIP[7] | Cathodes[3] | 4.67 |
| max in group clk2 | DIP[0] | SuccessOut | -0.84 |
| max in group clk0 | DIP[0] | Cathodes[5] | 0.38 |
| min in group clk2 | DIP[2] | SuccessOut | 6.60 |
| min in group clk1 | DIP[2] | SuccessIn | 6.61 |
registers in the layout (all words and copies together) (netlist names):
register,cells
QntFull,4
SuccessIn,1
SuccessOut,1
through the flow:
step	power [mW]	area, sq um	std cells
6_report	0.486	1870	276
5_1_grt	0.540	1870	276
4_1_cts	0.486	1830	275
3_5_place_dp	0.462	1740	270
3_3_place_gp	0.459	1740	270
2_1_floorplan	0.262	1330	166
layer usage:
metal | up-vias | track usage, %
li1 | 629 | -
met1 | 522 | 8.94
met2 | 29 | 9.75
met3 | 0 | 1.62
met4 | 0 | 0
met5 | - | 0
worst min-delay path, delay by kind of cell:
kind,cells,cell delay (ns)
compound gates,2,0.26
xor+xnor,1,0.26
buf+inv,2,0.95
Yosys cell counts (all sizes together), types with 2 or more instances:
cell	n	area [sq um]
ha	10	125
o21ai	8	51.3
nor2	7	28.8
xor2	8	77.6
nand3b	2	15.0
a41o	2	32.5
nand3	7	40.0
inv	15	56.3
o22ai	2	12.5
dfxtp	2	40.0
conb	2	7.51
xnor2	9	93.8
dlxtn	4	60.1
nor4	2	12.5
buf	18	136
nand4	2	12.5
nand2	12	45.0
a21o	2	15.0
a31oi	2	12.5
mux2i	3	30.0
a21oi	7	38.8
timing repair:
item | CTS | global route
pin swaps | 13 | 13
resized | 27 | 5
endpoints found under the setup margin | 10 | 3
buffers inserted | 5 | 1
power groups by stage:
stage	Sequential (mW)	Clock, mW	Combinational [mW]
CTS	0.0314	0.00313	0.452
global route	0.0332	0.00554	0.501
finish	0.0311	0.00322	0.452
No activity file was given, so power comes from the tool's default toggle rates.
