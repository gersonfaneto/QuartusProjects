$ cat /design/flow/run.sh
#!/bin/bash
# OpenROAD 26Q1-2900-gdf79404cd8, Yosys 0.63+post, stock flow scripts
make -C /OpenROAD-flow-scripts/flow DESIGN_CONFIG=/design/flow/config.mk WORK_HOME=/design/flow/orfs finish
$ cat /design/flow/design.v
module AnodeControl (
	input wire [1:0] Counter,
	output reg [3:0] Anodes = 0
);
	always @(Counter) begin
		case(Counter)
			2'b00:
				Anodes = 4'b1110;
			2'b01:
				Anodes = 4'b1101;
			2'b10:
				Anodes = 4'b1011;
			2'b11:
				Anodes = 4'b0111;
		endcase
	end 
endmodule	
module CathodesControl (
	input [3:0] Digit,
	output reg [7:0] Cathodes
);
	always @(Digit) begin
		case(Digit)
			4'b0000:
				Cathodes = 8'b00000010;  
			4'b0001: 
				Cathodes = 8'b10011110;  
			4'b0010:
				Cathodes = 8'b01110000;  
			4'b0011: 
				Cathodes = 8'b01100000;  
			4'b0100:
				Cathodes = 8'b01001000;  
			4'b0101:
				Cathodes = 8'b00000011;  
			4'b0110:
				Cathodes = 8'b10010000;  
			default:
				Cathodes = 8'b11111111;  
		endcase
	end
endmodule	
module ClockDivider #(parameter CounterMax = 0, CounterSize = 0)
(
	input wire Clk,
	output reg DivClk = 0
);
	reg [(CounterSize - 1):0] Counter;
	always @(posedge Clk) begin
		if (Counter == CounterMax) begin
			Counter <= 0;
			DivClk <= ~DivClk;
		end
		else begin
			Counter <= Counter + 1'b1;
		end
	end
endmodule	
module DigitControl (
	input wire [3:0] FiD,
	input wire [3:0] SeD,
	input wire [3:0] ThD,
	input wire [3:0] FoD,
	input wire [1:0] Counter,
	output reg [3:0] ActiveDigit = 0
);
	always @(Counter) begin
		case(Counter)
			2'b00:
				ActiveDigit = FiD;
			2'b01:
				ActiveDigit = SeD;
			2'b10:
				ActiveDigit = ThD;
			2'b11:
				ActiveDigit = FoD;
		endcase
	end
endmodule	
module DisplayControl (
	input wire Clk,
	input wire DisplayValue,
	input wire [1:0] DisplayIndex,
	input wire [3:0] DisplayMode,
	output wire [3:0] Anodes,
	output wire [7:0] Cathodes
);
	wire DivClk;
	wire [1:0] Counter;
	wire [3:0] Digit;
	reg [3:0] FiD, SeD, ThD, FoD;
	always @(DisplayMode) begin
		if (DisplayMode == 3'b000) begin
			case(DisplayIndex)
				2'b00: begin
					FiD <= 4'b0000 + DisplayValue;
					SeD <= 4'b0101;
					ThD <= 4'b0101;
					FoD <= 4'b0101;
				end
				2'b01: begin
					SeD <= 4'b0000 + DisplayValue;
					FiD <= 4'b0101;
					ThD <= 4'b0101;
					FoD <= 4'b0101;
				end
				2'b10: begin
					ThD <= 4'b0000 + DisplayValue;
					FiD <= 4'b0101;
					SeD <= 4'b0101;
					FoD <= 4'b0101;
				end
				2'b11: begin
					FoD <= 4'b0000 + DisplayValue;
					FiD <= 4'b0101;
					SeD <= 4'b0101;
					ThD <= 4'b0101;
				end
			endcase
		end
		else if (DisplayMode == 3'b001) begin
					FiD <= 4'b0010;
					SeD <= 4'b1111;
					ThD <= 4'b1111;
					FoD <= 4'b1111;
		end
		else if (DisplayMode == 3'b010) begin
					FiD <= 4'b0011;
					SeD <= 4'b1111;
					ThD <= 4'b1111;
					FoD <= 4'b1111;
		end
		else if (DisplayMode == 3'b011) begin
					FiD <= 4'b0100;
					SeD <= 4'b1111;
					ThD <= 4'b1111;
					FoD <= 4'b1111;
		end
		else if (DisplayMode == 3'b100) begin
					FiD <= 4'b0110;
					SeD <= 4'b1111;
					ThD <= 4'b1111;
					FoD <= 4'b1111;
		end
		else begin
			FiD <= 4'b1111;
			SeD <= 4'b1111;
			ThD <= 4'b1111;
			FoD <= 4'b1111;
		end
	end
	ClockDivider #(.CounterMax(104165), .CounterSize(17)) CD0 
	(
		.Clk(Clk), 
		.DivClk(DivClk)
	);
	UpdateCounter #(.CounterSize(2)) UC0
	(
		.Clk(DivClk),
		.Counter(Counter)
	);
	AnodeControl AC0 (
		.Counter(Counter),
		.Anodes(Anodes)
	);
	DigitControl DC0 (
		.Counter(Counter),
		.FiD(FiD),
		.SeD(SeD),
		.ThD(ThD),
		.FoD(FoD),
		.ActiveDigit(Digit)
	);	
	CathodesControl CC0 (
		.Digit(Digit),
		.Cathodes(Cathodes)
	);
endmodule	
module UpdateCounter #(parameter CounterSize = 2)
(
	input wire Clk,
	output reg [(CounterSize - 1):0] Counter = 0
);
	always @(posedge Clk) begin
		Counter <= Counter + 1'b1;
	end
endmodule	
$ cat /design/flow/constraint.sdc
current_design DisplayControl

set clk_period 4.1
set clk_io_pct 0.2

create_clock -name clk0 -period $clk_period [get_ports {Clk}]

set non_clock_inputs [all_inputs -no_clocks]
set_input_delay [expr $clk_period * $clk_io_pct] -clock clk0 $non_clock_inputs
set_output_delay [expr $clk_period * $clk_io_pct] -clock clk0 [all_outputs]
$ cat /design/flow/config.mk
export PLATFORM = sky130hd
export DESIGN_NAME = DisplayControl
export DESIGN_NICKNAME = DisplayControl
export VERILOG_FILES = /design/flow/design.v
export SDC_FILE = /design/flow/constraint.sdc
export NUM_CORES = 4
export LEC_CHECK = 1
export CORE_AREA = 10 10 94 94
export DIE_AREA = 0 0 104 104
==> run notes <==
Implementation results.

The portion of the post-synthesis area used by sequential elements is around a third. The main area contributors are sky130_fd_sc_hd__dfxtp_1, sky130_fd_sc_hd__ha_1, sky130_fd_sc_hd__nor2_1. The effective utilization at floorplan is roughly 18%. Per the detail_route report, vias per standard cell equal approximately 3.9.

Listed in order, past its start point the critical path passes clkdlybuf4s50_1, mux2i_1, a32oi_1, o22ai_1, a21oi_2, o31a_1, o21ai_2, clkdlybuf4s50_1. The count of instances resized after the clock tree is built is 0. The family of cells with the greatest summed delay on the critical path is buffers and inverters. The die is about 100 um wide. The top-area cell type share of the netlist area is a little under a third. The per-instance average area after synthesis is around 8.5 um2. Counting along the longest clock path gives a buffer depth of 2. The later pin in the worst-skew pair is clocked with a latency of around 250 ps. The number of rows in the core area is 30. The number of cells reported by Yosys stat comes to approximately 150. The number of global-route vias before repair came to about 970. The count of state elements after synthesis is 20.

Nets still carrying antenna violations after routing amount to 0. The path class of the lowest-slack min-delay path is flop to flop. Dividing total power by cell area gives a power density of 212 nW/um2. The report gives the cell count of the worst hold path as 1. The CTS tree is yes. For this run, the slowest stage of the critical path takes 590 ps. Buffers placed on the I/O ports in this run total 19.

The number of antenna diodes is 0. By count the netlist is led by sky130_fd_sc_hd__nor2_1, sky130_fd_sc_hd__dfxtp_1, sky130_fd_sc_hd__inv_1, sky130_fd_sc_hd__nand2_1. The most instantiated flip-flop cell in the synthesis netlist is sky130_fd_sc_hd__dfxtp_1. The critical path launch point type is an input pin. The data arrival time of the critical path is roughly 2900 ps. Compared with the post-synthesis result, the final layout area differs by 27.9%. The first-pass GRT wire length is between 4 and 5 mm. In this run the tools logged warnings totalling 31. According to the Yosys statistics, the synthesized design has a chip area of around 1200 um2.

Once iteration 0 of detailed routing completed, the report listed 16 DRC markers. Adding up every negative setup slack in the final design gives 0 ps. The mapped cell area is 1240 um2. The met1 capacity usage during global routing is under 10%. The CTS report gives the tree buffer count as 3.

The cell with the largest stage delay on the worst path is sky130_fd_sc_hd__clkdlybuf4s50_1. Among all cell types in the netlist, the one instantiated most often is sky130_fd_sc_hd__nor2_1. The total chip power is approximately 0.34 mW. Per the GRT congestion report, total overflow comes to 0. The reg-to-reg endpoint is CD0.DivClk$_DFFE_PN_.

The number of warnings reported in the yosys synthesis log is 6. The maximum number of pins on one net before global-route repair is 14. By startpoint and endpoint, the worst setup path is classified as input pin to output pin. According to the I/O placement log, the pin count is 20. The final weighted congestion in routability-driven placement is between 0.7 and 0.8. The relative slew slack is about 52%.

The startpoint identified for the worst hold timing path is CD0.Counter[0]$_SDFF_PN0_. The number of distinct library cell variants in the gate-level netlist after synthesis is approximately 42. The master cell of the clock root buffer is sky130_fd_sc_hd__clkbuf_8. The smallest clock period supported by the final layout is computed as between 3000 and 4000 ps. The flow ran to the end, and the final reports show no timing, DRC or antenna violations. The chip occupies around 11000 um2. The wire length per cell is 9.15 um.

The timing report gives the worst reg2reg path a setup slack of 2210 ps. The filler cell count is a little under 800. The layout report lists the multi-input gate area as just under 800 um2. The timing report shows the most common cell along the critical path to be sky130_fd_sc_hd__clkdlybuf4s50_1. The height of the die is between 100 and 150 um. The initial antenna violation count is 0.

The overall routed net length is 2.41 mm. The instance count of the mapped netlist is 147. The final number of hold-violating endpoints is 0.

In this run the maximum-capacitance check reported violations numbering 0. The post-placement cell area is 1540 um2. Endpoints with negative setup slack in the final report add up to 0. In the synthesized netlist the async set-or-reset flop fraction comes to 0%. Max fanout on the critical path was recorded as 7. The final setup slack of the worst path is around 400 ps. The slew at the pin closest to its max-slew limit is about 700 ps. The timer found 2 register pins that no clock reaches; their paths are not timed. The region available for standard cell placement spans between 6000 and 7000 um2.

The worst setup slack after placement is around 400 ps. Derived from the worst setup path, the maximum achievable clock frequency is roughly 270 MHz. The met3 track utilization from global routing is under 10%.

The origin of the critical flop-to-flop path is CD0.Counter[8]$_SDFF_PN0_. sky130_fd_sc_hd__dfxtp_1 takes more of the synthesized area than any other cell. Setup repair after global routing left no endpoint under its margin.

Once layout is done, the placed cells without fillers occupy approximately 1600 um2. The number of buffer and inverter stages on the critical path is 2. The required time of the critical path is about 3300 ps. After detailed routing, the number of remaining DRC violations is 0. The area taken by sequential standard cells is reported as between 400 and 500 um2.

The global-route track usage on met2 is under 10%. The number of cells on the worst reg-to-reg path is 3. Looking at the hold checks, the worst path lands on CD0.Counter[0]$_SDFF_PN0_. For reference, the clock transition at the flip-flops on the worst setup and hold paths is 60 ps. The depth of the CTS H-tree is 1. The busiest layer in global routing is met1. The category of the worst setup path capture point is an output pin. Across every metal layer, demand over resource in global routing totals between 4 and 5%. In the log, the iteration count for the first detailed-route pass is 4.

The total via count after detailed routing is around 1000. Counting flops with a built-in enable in the synthesized netlist gives 1. The fraction of layout cells with a size suffix above 1 is a little under 8%.

Dividing the final minimum period by the clock period gives roughly nine tenths. The placed wire-length estimate is around 1.9 mm. The highest ir drop seen on vdd is roughly 330 uV. The number of hold buffers added after cts is 0. Pins over their slew limit in the final report were tallied at 0.

For this design the static power due to leakage is around 0.57 nW. Per the repair_timing log after CTS, setup buffers inserted total 0. After layout, the setup clock skew is reported as roughly 3.3 ps.

The count of endpoints without a timing constraint is 6.
[state kept, by name (all words and copies together) (netlist names)]
name,cells
CD0.Counter,17
CD0.DivClk,1
UC0.Counter,2
[cell usage in the layout, fill, tap and decap left out, drive strengths merged, types with 2 or more instances in the layout]
master	instances
dfxtp	19
nor3	3
inv	11
xor2	7
o31a	2
nor4b	2
xnor2	8
ha	8
nand3	6
o21ai	10
o31ai	3
nand4	5
or3	2
nand2	9
clkbuf	4
a21oi	8
nor2	22
clkdlybuf4s50	19
nand3b	3
[per-layer routing]
layer / wire length, um / vias up
li1: - / 546
met1: 1350 / 457
met2: 896 / 23
met3: 159 / 0
met4: 0 / 0
met5: 0 / -
[cell families after synthesis]
family | Yosys count | synth area share [%]
and+or+nand+nor | 61 | 26.9
AOI/OAI and AO/OA | 28 | 15.9
DFF | 20 | 33.0
xor gates and xnor gates | 15 | 10.6
buffers and inverters | 14 | 4.83
adders and majority gates | 8 | 8.05
muxes | 1 | 0.805
[per-stage QoR]
stage          hold WS [ps]  utilization [%]  cells
2_1_floorplan           433                -    147
3_3_place_gp            449             22.5    259
3_5_place_dp            463             22.5    259
4_1_cts                 476             23.3    263
5_1_grt                 514             23.3    263
6_report                468             23.3    263
[power by group]
group / switching, mW / total [mW] / leakage (nW) / internal [mW]
Combinational: 0.00936 / 0.0193 / 0.380 / 0.00989
Sequential: 0 / 0.176 / 0.165 / 0.176
Clock: 0.0561 / 0.141 / 0.0288 / 0.0852
[final cells by class]
cell class	count	share of cell area (%)
clock buffer	4	3.46
timing repair buffer	19	12.0
multi-input combinational	113	48.6
sequential	20	25.8
tap	96	7.55
inverter	11	2.60
[how the worst max path moves through the flow]
stage                from     endpoint  slack (ps)  depth (start not counted)
5_1_grt    DisplayMode[0]  Cathodes[1]         220                          8
6_report  DisplayIndex[1]  Cathodes[6]         400                          8
4_1_cts   DisplayIndex[1]  Cathodes[6]         400                          8
Power and IR drop assume default switching activity.
