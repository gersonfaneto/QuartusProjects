**flow/design.v**
```verilog
module Subtractor1Bit (
	input A, B, Bin,
	output D, Bout
);
	wire [4:0] T;
	wire NotA;
	xor (T[0], A, B);
	xor (D, T[0], Bin);
	not (NotA, A);
	and (T[1], NotA, B);
	and (T[2], NotA, Bin);
	and (T[3], B, Bin);
	or (Bout, T[1], T[2], T[3]);
endmodule	
module Subtractor4Bits (
	input [3:0] A, B,
	input Bin,
	output [3:0] D,
	output Bout
);
	wire [2:0] T;
	Subtractor1Bit D0 (.A(A[0]), .B(B[0]), .Bin(Bin), .D(D[0]), .Bout(T[0]));
	Subtractor1Bit D1 (.A(A[1]), .B(B[1]), .Bin(T[0]), .D(D[1]), .Bout(T[1]));
	Subtractor1Bit D2 (.A(A[2]), .B(B[2]), .Bin(T[1]), .D(D[2]), .Bout(T[2]));
	Subtractor1Bit D3 (.A(A[3]), .B(B[3]), .Bin(T[2]), .D(D[3]), .Bout(Bout));
endmodule	
```
**flow/run.sh**
```bash
#!/bin/bash
# OpenROAD 26Q1-2900-gdf79404cd8, Yosys 0.63+post, stock flow scripts
make -C /OpenROAD-flow-scripts/flow DESIGN_CONFIG=/design/flow/config.mk WORK_HOME=/design/flow/orfs finish
```
**flow/config.mk**
```make
export PLATFORM = sky130hd
export DESIGN_NAME = Subtractor4Bits
export DESIGN_NICKNAME = Subtractor4Bits
export VERILOG_FILES = /design/flow/design.v
export SDC_FILE = /design/flow/constraint.sdc
export NUM_CORES = 4
export LEC_CHECK = 1
export CORE_AREA = 10 10 70 70
export DIE_AREA = 0 0 80 80
```
**flow/constraint.sdc**
```tcl
current_design Subtractor4Bits

set clk_period 3.3
set clk_io_pct 0.2

create_clock -name clk0 -period $clk_period

set non_clock_inputs [all_inputs -no_clocks]
set_input_delay [expr $clk_period * $clk_io_pct] -clock clk0 $non_clock_inputs
set_output_delay [expr $clk_period * $clk_io_pct] -clock clk0 [all_outputs]
```
==> flow_metrics.tcl <==
# place-and-route summary
set metrics [dict create \
    synthCells 18 \
    criticalPathCategory "input pin to output port" \
    final_area_um2 314 \
    grt_max_degree 2 \
    period_needed_ps 3190 \
    peakVddDrop_mv 0.0416 \
    chipWidth_um 80 \
    drive_gt1_frac 0.286 \
    numPortBuffers 14 \
    power_density_mw_per_mm2 123 \
    chipArea_mm2 0.00640 \
    syn_avg_cell_area_um2 8.20 \
    relSlewSlack 0.935 \
    comb_area_um2 90.1 \
    hold_path_class "input pin to output port" \
    postRouteAntennaNets 0 \
    coreArea_mm2 0.00342 \
    regArea_um2 0 \
    grt.overflow.total 0 \
    path_max_fanout 1 \
    antenna_found_initial 0 \
    leakagePower_uw 0.000137 \
    synth_cell_types 3 \
    yosysTopAreaCell "fa_1" \
    outcome "finished, final reports clean" \
    yosys_cells 18 \
    tightest_slew_ps 97.0 \
    fp_util 0.0432 \
    die_h_um 80 \
    area_leaders "fa_1, inv_1, buf_4" \
    setup_tns_ps 0 \
    antenna_cells_inserted 0 \
    drt_iter0_markers 0 \
    min-delay-start "B[3]" \
    flop-count 0 \
    synth_warnings 0 \
    final-setup-viol-count 0 \
    syn_area_um2 148 \
    crit_arrival_ps 2530 \
    critPathLaunch "A[1]" \
    rsz0062_at_grt "false" \
    grt_pass1_vias 130 \
    endpoint_kind "output port" \
    drc_errors 0 \
    vias_per_cell 1.65 \
    synth_seq_share 0 \
    firstDrtPassIters 1 \
    max_cap_violations 0 \
    wl_um 373 \
    crit_required_ps 2640 \
    wl_per_cell_um 5.04 \
    gp_congestion 0.757 \
    yosys-top-cells-count "inv_1, buf_4, fa_1" \
    via_count 122 \
    top_area_frac 0.542 \
    ys_area_um2 148 \
    fmax_mhz 314 \
    report.final.slew_viol_count 0 \
    tool_warnings 32 \
    post-cts-setup-buffers 0 \
    fillers 413 \
    clkbuf_count 0 \
    ioPinCount 14 \
    fin_util 0.0919 \
    synth_top_cell_by_count "inv_1" \
    grt_pass1_wl_um 558 \
    grt_use_total 0.0111 \
    hold_viol 0 \
    crit_path_start_kind "input pin" \
    min_period_over_period 0.966 \
    syn_to_final_growth_pct 113 \
    dpl_cell_area_um2 315 \
    fp-row-count 21 \
]
-- per-layer routing --
| metal | wire, um | track usage |
|---|---|---|
| met5 | 0 | 0 |
| met4 | 0 | 0 |
| met3 | 97 | 0.00682 |
| met2 | 59 | 0.0128 |
| met1 | 215 | 0.0173 |
-- through the flow --
step           setup WS [ps]  power (uW)  instances  hold WS (ps)
2_1_floorplan            420        20.9         18          1480
3_3_place_gp            -410        43.8         74          2380
3_5_place_dp            -404        43.5         74          2380
4_1_cts                 90.9        39.8         74          2070
5_1_grt                 32.1        45.5         74          2110
6_report                 113        38.7         74          2060
-- critical path, cell delays in order --
cell and delay, ps:
clkdlybuf4s50_1 460, inv_1 50, fa_2 410, fa_2 360, inv_2 60, fa_2 410, buf_2 120
-- cell usage in the layout, fill, tap and decap left out, drive strengths merged --
| cell | n |
|---|---|
| dlygate4sd2 | 5 |
| clkdlybuf4s50 | 8 |
| inv | 10 |
| fa | 4 |
| buf | 1 |
-- final timing paths --
path / endpoint / cells past startpoint
max: D[3] / 7
min: D[3] / 4
-- layout make-up --
class | instances | area share
inverters | 10 | 0.120
multi-input cells | 4 | 0.287
well taps | 46 | 0.183
repair buffers | 14 | 0.410
-- report_power, final --
part,internal [uW],switching [uW]
clock,0,0
combinational,26.0,12.7
sequential,0,0
total,26.0,12.7
-- what timing repair did --
item                       4_1_cts  5_1_grt
resized                         15        0
hold buffers                     0        0
setup endpoints to repair        3        0
-- kinds of logic (layout without fill, tap and decap cells) --
kind of cell	Yosys count	count (layout)	share of synthesized area
adders and majority gates	4	4	0.542
buffers and inverters	14	24	0.458
Power is estimated from default activity; no workload was simulated.
